==> design/flow/design.v <==
module alu(control, data_in1, data_in2, data_out);
   input wire [3:0] control;
   input wire [31:0] data_in1, data_in2;
   output reg [31:0] data_out;
   always @*
      case (control)
         4'b0000: data_out = data_in1 + data_in2;  
         4'b0001: data_out = data_in1 - data_in2;  
         4'b0010: data_out = data_in1 << data_in2;  
         4'b0100: data_out = ($signed(data_in1) < $signed(data_in2))? 32'h00000001:32'h00000000;  
         4'b0110: data_out = (data_in1 < data_in2)? 32'h00000001:32'h00000000;  
         4'b1000: data_out = data_in1 ^ data_in2;  
         4'b1010: data_out = data_in1 >> data_in2;  
         4'b1011: data_out = $signed(data_in1) >>> data_in2;  
         4'b1100: data_out = data_in1 | data_in2;  
         4'b1110: data_out = data_in1 & data_in2;  
         4'b0111: data_out = (data_in1 == data_in2)? 32'h00000001:32'h00000000;  
         default: data_out = 32'hxxxxxxxx;
      endcase
endmodule
module control_unity(funct7, funct3, opcode, register_w_enable, imm_rd, alu_control, alu_mux_in, alu_mux_out, ram_w_enable, br_mux_inv, br_enable, databus);
   input wire [6:0] funct7;
   input wire [2:0] funct3;
   input wire [6:0] opcode;
   output reg register_w_enable;  
   output reg imm_rd;  
   output reg [3:0] alu_control;  
   output reg alu_mux_in;  
   output reg alu_mux_out;  
   output reg ram_w_enable;  
   output reg br_mux_inv;  
   output reg br_enable;  
   output reg [2:0] databus;  
   always @*
   begin
      if (opcode==7'b0110011)  
         case (funct3)
            3'b000: if (funct7==7'b0000000)  
                    begin
                       register_w_enable = 1'b1;
                       alu_control = 4'b0000;
                       alu_mux_in = 1'b1;
                       alu_mux_out = 1'b1;
                       ram_w_enable = 1'b0;
                       br_enable = 1'b0;
                    end
                    else if (funct7==7'b0100000)  
                    begin
                       register_w_enable = 1'b1;
                       alu_control = 4'b0001;
                       alu_mux_in = 1'b1;
                       alu_mux_out = 1'b1;
                       ram_w_enable = 1'b0;
                       br_enable = 1'b0;
                    end
            3'b111: begin  
                       register_w_enable = 1'b1;
                       alu_control = 4'b1110;
                       alu_mux_in = 1'b1;
                       alu_mux_out = 1'b1;
                       ram_w_enable = 1'b0;
                       br_enable = 1'b0; 
                    end
            3'b110: begin  
                       register_w_enable = 1'b1;
                       alu_control = 4'b1100;
                       alu_mux_in = 1'b1;
                       alu_mux_out = 1'b1;
                       ram_w_enable = 1'b0;
                       br_enable = 1'b0;
                    end
            3'b100: begin  
                       register_w_enable = 1'b1;
                       alu_control = 4'b1000;
                       alu_mux_in = 1'b1;
                       alu_mux_out = 1'b1;
                       ram_w_enable = 1'b0;
                       br_enable = 1'b0;
                    end
            3'b010: begin  
                       register_w_enable = 1'b1;
                       alu_control = 4'b0100;
                       alu_mux_in = 1'b1;
                       alu_mux_out = 1'b1;
                       ram_w_enable = 1'b0;
                       br_enable = 1'b0;
                    end
            3'b011: begin  
                       register_w_enable = 1'b1;
                       alu_control = 4'b0110;
                       alu_mux_in = 1'b1;
                       alu_mux_out = 1'b1;
                       ram_w_enable = 1'b0;
                       br_enable = 1'b0;
                    end
            3'b001: begin  
                       register_w_enable = 1'b1;
                       alu_control = 4'b0010;
                       alu_mux_in = 1'b1;
                       alu_mux_out = 1'b1;
                       ram_w_enable = 1'b0;
                       br_enable = 1'b0;
                    end
            3'b101: if (funct7==7'b0000000)  
                    begin
                       register_w_enable = 1'b1;
                       alu_control = 4'b1010;
                       alu_mux_in = 1'b1;
                       alu_mux_out = 1'b1;
                       ram_w_enable = 1'b0;
                       br_enable = 1'b0;
                    end
                    else if (funct7==7'b0100000)  
                    begin
                       register_w_enable = 1'b1;
                       alu_control = 4'b1011;
                       alu_mux_in = 1'b1;
                       alu_mux_out = 1'b1;
                       ram_w_enable = 1'b0;
                       br_enable = 1'b0;
                    end   
         endcase
      else if (opcode==7'b0010011)  
         case (funct3)
            3'b000: begin  
                       register_w_enable = 1'b1;
                       alu_control = 4'b0000;
                       alu_mux_in = 1'b0;
                       alu_mux_out = 1'b1;
                       ram_w_enable = 1'b0;
                       br_enable = 1'b0;
                       imm_rd = 1'b0;
                    end
            3'b111: begin  
                       register_w_enable = 1'b1;
                       alu_control = 4'b1110;
                       alu_mux_in = 1'b0;
                       alu_mux_out = 1'b1;
                       ram_w_enable = 1'b0;
                       br_enable = 1'b0;
                       imm_rd = 1'b0;
                    end
            3'b110: begin  
                       register_w_enable = 1'b1;
                       alu_control = 4'b1100;
                       alu_mux_in = 1'b0;
                       alu_mux_out = 1'b1;
                       ram_w_enable = 1'b0;
                       br_enable = 1'b0;
                       imm_rd = 1'b0;
                    end
            3'b100: begin  
                       register_w_enable = 1'b1;
                       alu_control = 4'b1000;
                       alu_mux_in = 1'b0;
                       alu_mux_out = 1'b1;
                       ram_w_enable = 1'b0;
                       br_enable = 1'b0;
                       imm_rd = 1'b0;
                    end
            3'b010: begin  
                       register_w_enable = 1'b1;
                       alu_control = 4'b0100;
                       alu_mux_in = 1'b0;
                       alu_mux_out = 1'b1;
                       ram_w_enable = 1'b0;
                       br_enable = 1'b0;
                       imm_rd = 1'b0;
                    end
            3'b011: begin  
                       register_w_enable = 1'b1;
                       alu_control = 4'b0110;
                       alu_mux_in = 1'b0;
                       alu_mux_out = 1'b1;
                       ram_w_enable = 1'b0;
                       br_enable = 1'b0;
                       imm_rd = 1'b0;
                    end
            3'b001: begin  
                       register_w_enable = 1'b1;
                       alu_control = 4'b0010;
                       alu_mux_in = 1'b0;
                       alu_mux_out = 1'b1;
                       ram_w_enable = 1'b0;
                       br_enable = 1'b0;
                       imm_rd = 1'b0;
                    end
            3'b101: if (funct7==7'b0000000)  
                    begin
                       register_w_enable = 1'b1;
                       alu_control = 4'b1010;
                       alu_mux_in = 1'b0;
                       alu_mux_out = 1'b1;
                       ram_w_enable = 1'b0;
                       br_enable = 1'b0;
                       imm_rd = 1'b0;
                    end
                    else if (funct7==7'b0100000)  
                    begin
                       register_w_enable = 1'b1;
                       alu_control = 4'b1011;
                       alu_mux_in = 1'b0;
                       alu_mux_out = 1'b1;
                       ram_w_enable = 1'b0;
                       br_enable = 1'b0;
                       imm_rd = 1'b0;
                    end
         endcase
      else if (opcode==7'b0000011)  
         case (funct3)
            3'b000: begin  
                       register_w_enable = 1'b1;
                       alu_control = 4'b0000;
                       alu_mux_in = 1'b0;
                       alu_mux_out = 1'b0;
                       ram_w_enable = 1'b0;
                       br_enable = 1'b0;
                       imm_rd = 1'b0;
                       databus = 3'b010;
                    end
            3'b001: begin  
                       register_w_enable = 1'b1;
                       alu_control = 4'b0000;
                       alu_mux_in = 1'b0;
                       alu_mux_out = 1'b0;
                       ram_w_enable = 1'b0;
                       br_enable = 1'b0;
                       imm_rd = 1'b0;
                       databus = 3'b001;
                    end
            3'b010: begin  
                       register_w_enable = 1'b1;
                       alu_control = 4'b0000;
                       alu_mux_in = 1'b0;
                       alu_mux_out = 1'b0;
                       ram_w_enable = 1'b0;
                       br_enable = 1'b0;
                       imm_rd = 1'b0;
                       databus = 3'b000;
                    end
            3'b100: begin  
                       register_w_enable = 1'b1;
                       alu_control = 4'b0000;
                       alu_mux_in = 1'b0;
                       alu_mux_out = 1'b0;
                       ram_w_enable = 1'b0;
                       br_enable = 1'b0;
                       imm_rd = 1'b0;
                       databus = 3'b100;
                    end
            3'b101: begin  
                       register_w_enable = 1'b1;
                       alu_control = 4'b0000;
                       alu_mux_in = 1'b0;
                       alu_mux_out = 1'b0;
                       ram_w_enable = 1'b0;
                       br_enable = 1'b0;
                       imm_rd = 1'b0;
                       databus = 3'b011;
                    end
            default: begin
            		   register_w_enable = 1'b0;
                       ram_w_enable = 1'b0;
                       br_enable = 1'b0;
            		 end
         endcase
      else if (opcode==7'b0100011)  
         case (funct3)
            3'b000: begin  
                       register_w_enable = 1'b0;
                       alu_control = 4'b0000;
                       alu_mux_in = 1'b0;
                       ram_w_enable = 1'b1;
                       br_enable = 1'b0;
                       imm_rd = 1'b1;
                       databus = 3'b010;
                    end
            3'b001: begin  
                       register_w_enable = 1'b0;
                       alu_control = 4'b0000;
                       alu_mux_in = 1'b0;
                       ram_w_enable = 1'b1;
                       br_enable = 1'b0;
                       imm_rd = 1'b1;
                       databus = 3'b001;
                    end
            3'b010: begin  
                       register_w_enable = 1'b0;
                       alu_control = 4'b0000;
                       alu_mux_in = 1'b0;
                       ram_w_enable = 1'b1;
                       br_enable = 1'b0;
                       imm_rd = 1'b1;
                       databus = 3'b000;
                    end
            default: begin
            		   register_w_enable = 1'b0;
                       ram_w_enable = 1'b0;
                       br_enable = 1'b0;
            		 end
         endcase
      else if (opcode==7'b1100011)  
         case (funct3)
            3'b000: begin  
                       register_w_enable = 1'b0;
                       alu_control = 4'b0111;
                       alu_mux_in = 1'b1;
                       ram_w_enable = 1'b0;
                       br_enable = 1'b1;
                       br_mux_inv = 1'b0;
                    end
            3'b001: begin  
                       register_w_enable = 1'b0;
                       alu_control = 4'b0111;
                       alu_mux_in = 1'b1;
                       ram_w_enable = 1'b0;
                       br_enable = 1'b1;
                       br_mux_inv = 1'b1;
                    end
            3'b100: begin  
                       register_w_enable = 1'b0;
                       alu_control = 4'b0100;
                       alu_mux_in = 1'b1;
                       ram_w_enable = 1'b0;
                       br_enable = 1'b1;
                       br_mux_inv = 1'b0;
                    end
            3'b101: begin  
                       register_w_enable = 1'b0;
                       alu_control = 4'b0100;
                       alu_mux_in = 1'b1;
                       ram_w_enable = 1'b0;
                       br_enable = 1'b1;
                       br_mux_inv = 1'b1;
                    end
            3'b110: begin  
                       register_w_enable = 1'b0;
                       alu_control = 4'b0110;
                       alu_mux_in = 1'b1;
                       ram_w_enable = 1'b0;
                       br_enable = 1'b1;
                       br_mux_inv = 1'b0;
                    end
            3'b111: begin  
                       register_w_enable = 1'b0;
                       alu_control = 4'b0110;
                       alu_mux_in = 1'b1;
                       ram_w_enable = 1'b0;
                       br_enable = 1'b1;
                       br_mux_inv = 1'b1;
                    end
            default: begin
            		   register_w_enable = 1'b0;
                       ram_w_enable = 1'b0;
                       br_enable = 1'b0;
            		 end
         endcase
   end
endmodule
module instruction_coder(data_in, funct7, funct3, opcode, rd, rs1, rs2, immediateI, immediateS, immediateB);
	input wire [31:0] data_in;
	output reg [6:0] funct7;
	output reg [2:0] funct3;
	output reg [6:0] opcode;
	output reg [4:0] rd, rs1, rs2;
	output reg [11:0] immediateI, immediateS;
	output reg [11:0] immediateB;
	always @*
	begin
		funct7 = data_in[31:25];
		funct3 = data_in[14:12];
		opcode = data_in[6:0];
		rd = data_in[11:7];
		rs1 = data_in[19:15];
		rs2 = data_in[24:20];
		immediateI = data_in[31:20];
		immediateS = {data_in[31:25], data_in[11:7]};
		immediateB = {data_in[31], data_in[7], data_in[30:25], data_in[11:8]};
	end
endmodule
module memory_ram(clk, w_enable, data_addr, data_in, data_out);
   input wire clk, w_enable;
   input wire [7:0] data_addr;
   input wire [31:0] data_in;
   output reg [31:0] data_out;
   reg [31:0] memory [255:0];
   always @(posedge clk)
   begin
      if (w_enable)
         memory[data_addr] <= data_in;
   end
   always @(negedge clk)
   begin
      data_out <= memory[data_addr];
   end
endmodule
module program_counter(clk, reset, addition, count);
   input wire clk, reset;
   input wire [11:0] addition;
   output reg [11:0] count;
   integer set = 0;
   always @(posedge clk)
   begin
      if (reset)
      begin
         count <= 12'bx;
         set <= 0;
      end
      else if (set==1)
         count <= count + addition;
      else
      begin
         count <= 12'b000000000000;
         set <= 1;
      end
   end
endmodule
module register(clk, reset, w_enable, data_addr, data_addr1, data_addr2, data_in, data_out1, data_out2);
   input wire clk, reset, w_enable;
   input wire [4:0] data_addr, data_addr1, data_addr2;
   input wire [31:0] data_in;
   output reg [31:0] data_out1, data_out2;
   reg [31:0] memory [31:0];
   integer set = 0;
   always @(posedge clk)
   begin
      if (reset)
      begin
         set <= 0;
         for (integer i=1; i<32; i = i+1)
            memory[i] <= 32'h00000000;
      end
      else if (set==1)
      begin
         if (w_enable)
            memory[data_addr] <= data_in;
      end
      else
      begin
         set <= 1;
         for (integer i=1; i<32; i = i+1)
            memory[i] <= 32'h00000000;
      end
      memory[0] <= 32'h00000000;
   end
   always @(negedge clk)
   begin
      data_out1 <= memory[data_addr1];
      data_out2 <= memory[data_addr2];
   end
endmodule
module sistem(clk, reset, data_in, count);
	input wire clk;
	input wire reset;
	input wire [31:0] data_in;
	output wire [11:0] count;
	reg [31:0] register_data_in;
	wire [4:0] register_data_addr;
	wire [4:0] register_data_addr1;
	wire [4:0] register_data_addr2;
	wire [31:0] register_data_out1;
	wire [31:0] register_data_out2;
	reg [31:0] alu_data_in1;
	reg [31:0] alu_data_in2;
	wire [31:0] alu_data_out;
	reg [31:0] ram_data_in;
	wire [31:0] ram_data_out;
	wire [7:0] ram_data_addr;
	reg [11:0] pc_addition;
	wire [6:0] funct7;
	wire [2:0] funct3;
	wire [6:0] opcode;
	wire [4:0] rd, rs1, rs2;
	wire [11:0] immediateI, immediateS;
	wire [11:0] immediateB;
	wire register_w_enable;
	wire imm_rd;
	wire [3:0] alu_control;
	wire alu_mux_in, alu_mux_out;
	wire ram_w_enable;
	wire br_mux_inv;
	wire br_enable;
	wire [2:0] databus; 
	assign register_data_addr = rd;
	assign register_data_addr1 = rs1;
	assign register_data_addr2 = rs2; 
	always @(*)
	begin
		if (alu_mux_out)
			register_data_in = alu_data_out;
		else
			case (databus)
				3'b000: register_data_in = ram_data_out;
				3'b001: register_data_in = {{16{ram_data_out[15]}}, ram_data_out[15:0]};
				3'b010: register_data_in = {{24{ram_data_out[7]}}, ram_data_out[7:0]};
				3'b011: register_data_in = {{16{1'b0}}, ram_data_out[15:0]};
				3'b100: register_data_in = {{24{1'b0}}, ram_data_out[7:0]};
				default: register_data_in = 32'bx;
			endcase
	end
	register Register(.clk(clk),
					  .reset(reset),
					  .w_enable(register_w_enable),
					  .data_addr(register_data_addr),
					  .data_addr1(register_data_addr1),
					  .data_addr2(register_data_addr2),
					  .data_in(register_data_in),
					  .data_out1(register_data_out1),
					  .data_out2(register_data_out2));
	always @(*)
	begin
		alu_data_in1 = register_data_out1;
		if (alu_mux_in)
			alu_data_in2 = register_data_out2;
		else if (imm_rd)
			alu_data_in2 = {{20{immediateS[11]}}, immediateS};
		else
			alu_data_in2 = {{20{immediateI[11]}}, immediateI};
	end
	alu ALU(.control(alu_control),
			.data_in1(alu_data_in1),
			.data_in2(alu_data_in2),
			.data_out(alu_data_out));
	assign ram_data_addr = alu_data_out[7:0];
	always @(*)
		case (databus)
			3'b000: ram_data_in = register_data_out2;
			3'b001: ram_data_in = {ram_data_out[31:16], register_data_out2[15:0]};
			3'b010: ram_data_in = {ram_data_out[31:8], register_data_out2[7:0]};
			default: ram_data_in = register_data_out2;
		endcase
	memory_ram RAM(.clk(clk),
				   .w_enable(ram_w_enable),
				   .data_addr(ram_data_addr),
				   .data_in(ram_data_in),
				   .data_out(ram_data_out));
	always @(*)
	begin
		if (br_mux_inv)
			if (br_enable && !alu_data_out[0])
				pc_addition = immediateB;
			else
				pc_addition = 12'b000000000100;
		else
			if (br_enable && alu_data_out[0])
				pc_addition = immediateB;
			else
				pc_addition = 12'b000000000100;
	end
	program_counter ProgramCounter(.clk(clk),
								   .reset(reset),
								   .addition(pc_addition),
								   .count(count));
	instruction_coder InstructionCoder(.data_in(data_in),
									   .funct7(funct7),
									   .funct3(funct3),
									   .opcode(opcode),
									   .rd(rd),
									   .rs1(rs1),
									   .rs2(rs2),
									   .immediateI(immediateI),
									   .immediateS(immediateS),
									   .immediateB(immediateB));
	control_unity ControlUnity(.funct7(funct7),
							   .funct3(funct3),
							   .opcode(opcode),
							   .register_w_enable(register_w_enable),
							   .imm_rd(imm_rd),
							   .alu_control(alu_control),
							   .alu_mux_in(alu_mux_in),
							   .alu_mux_out(alu_mux_out),
							   .ram_w_enable(ram_w_enable),
							   .br_mux_inv(br_mux_inv),
							   .br_enable(br_enable),
							   .databus(databus));
endmodule
==> design/flow/run.sh <==
#!/bin/bash
# OpenROAD 26Q1-2900-gdf79404cd8, Yosys 0.63+post, stock flow scripts
make -C /OpenROAD-flow-scripts/flow DESIGN_CONFIG=/design/flow/config.mk WORK_HOME=/design/flow/orfs finish
==> design/flow/config.mk <==
export PLATFORM = sky130hd
export DESIGN_NAME = sistem
export DESIGN_NICKNAME = sistem
export VERILOG_FILES = /design/flow/design.v
export SDC_FILE = /design/flow/constraint.sdc
export NUM_CORES = 4
export LEC_CHECK = 1
export CORE_UTILIZATION = 30
export SYNTH_MEMORY_MAX_BITS = 65536
==> design/flow/constraint.sdc <==
current_design sistem

set clk_period 245.6
set clk_io_pct 0.2

create_clock -name clk0 -period $clk_period [get_ports {clk}]

set non_clock_inputs [all_inputs -no_clocks]
set_input_delay [expr $clk_period * $clk_io_pct] -clock clk0 $non_clock_inputs
set_output_delay [expr $clk_period * $clk_io_pct] -clock clk0 [all_outputs]
==> changes_impl.md <==
## Flow update

* Status: finished with violations
* Failing checks: max-capacitance violations, max-slew violations
* Num CTS Buffers at 944
* Avg WL per Cell at 35.9 um
* Setup Crit Path Kind: in -> reg
* CTS Root Buffer Type: clkbuf_16
* Vias in the first global route at 272000
* Simple share at 13.0%
* Complex Gates by Area at 6.43%
* CP startpoint kind: input pin
* Critical Path AT at 61.66 ns
* Pin count of the biggest net entering global routing at 132
* H-Tree Level Count at 6
* Worst Hold Class: reg -> reg
* Filler Cell Count at 121000
* Post-synth regs at 9340
* Global-route wire length before repair at 2290000 um
* Synth warn at 7
* Syn-to-layout area delta at 15.9%
* Most area-hungry cell type in the Yosys netlist: edfxtp_1
* GRT Residual Overflow at 0
* Ys cells at 28400
* Comb area at 103000 sq um
* Routed Antenna Nets at 0
* Ratio of cells with drive above 1 in the final layout at 14.6%
* Post-Syn Instances at 28400
* RSZ-0062 raised after global routing: false
* Top logic family: simple AND/OR/NAND/NOR gates
* Detailed Route Iter0 Violations at 24800
* Pwr Density at 8.94 nW/um^2
* Die Wd at 1140 um
* Tool Warnings at 256
* CP peak stage delay at 0.97 ns
* Via count at 269000
* Detailed Place HPWL at 1080000 um
* Fin Hold WS at 0.602 ns
* Setup WS pre-CTS at 61.78 ns
* Rows at 417
* Synth Cell Area at 388000 sq um
* Mux area share at 5.64%
* Synth unique cells at 105
* Buffer and inverter count on the worst path at 13
* Core area at 1290000 sq um
* Chip area at 1300000 sq um
* Flip-flops with a built-in enable at 9184
* Fin Clk Skew at 0.186 ns
* Total track usage at 27.4%
* Crit path top cell by count: buf_4
* Final Util at 34.9%
* CTS tree: yes
* Routed wire length at 1700000 um
* Cells after DPL at 45200
* YS chip area at 388000 sq um
* Register pins left without a clock at 14
* Worst-path fanout max at 67
* DR pass1 iterations at 9
* Clock-pin transition on the worst setup and hold timing paths at 0.06 ns
* Slew margin rel. at -21.2%
* Max Cap Viol at 12
* Post-CTS Setup Repair Bufs at 0
* Critical path capture point type: flip-flop
* Post-synth top flop: edfxtp_1
* Clock buffer depth at 5
* Number of setup violations in the final report at 0
* Hold-fix buffers at CTS at 0
* Slew @ Worst Pin at 1.81 ns
* Residual DRC at 0
* Setup TNS at 0 ns
* Vias per cell at 5.65
* XOR Share, Synth at 0.0587%
* Slowest cell on the critical path: nor4_1
* Synthesized area per cell at 13.7 sq um
* Req. time, crit path at 123.86 ns
* VDD IR max at 0.00755 mV
* Skew-Pair Late Insertion Delay at 1.30 ns
* Finished Layout Cells at 47500
* Port-buffer cells at 45
* IO Pins at 46
* Floorplan core density at 30.1%
* Final Hold Fails at 0
* Async S/R FF share, synth at 0%
* Post-cts gate resize count at 0
* Register area at 279000 sq um
* Die Y-Extent at 1140 um
* Biggest area cells: edfxtp_1, nand2_1, mux4_2
* Initial antenna violation count at 238
* Final slew viol count at 48
* Gp weighted congestion at 1.05
* Endpoints left unconstrained at 14
* Top delay family on crit path: buffers and inverters
* Static Leak at 0.149 uW
* Synth Area in Adders at 0.361%
* Synth top area share at 71.1%
* Worst setup margin at 62.21 ns
-- stage by stage --
stage | power, uW | area (sq um)
final | 4020 | 449000
after global routing | 4090 | 449000
after CTS | 3990 | 448000
after detailed placement | 2560 | 417000
after global placement | 2560 | 417000
after floorplan | 2230 | 388000
-- routing by layer --
metal  vias up  GRT usage [%]  routed length (um)
met5         -           13.6               21000
met4       390           19.4              154000
met3      5362           26.9              374000
met2     24400           35.6              692000
met1    129000           24.5              464000
li1     109000              -                   -
-- sequential cells by signal (all words and copies together) (netlist names), 3 cells and up --
register,flops
ControlUnity.alu_control,4
ControlUnity.databus,3
ProgramCounter.count,12
RAM.data_out,32
RAM.memory,8192
Register.data_out1,32
Register.data_out2,32
Register.memory,1024
-- path summary, 6_finish.rpt --
check	startpoint	endpoint	slack, ns	depth (start not counted)
worst max-delay path	data_in[7]	RAM.data_out[19]	62.21	29
worst min register to register	ProgramCounter.count[0]	ProgramCounter.count[0]	0.60	2
worst min-delay path	ProgramCounter.count[0]	ProgramCounter.count[0]	0.60	2
worst max register to register	Register.data_out2[13]	RAM.memory[120][9]	110.74	21
-- worst reg2reg max path, cell delays in order (launching register included) --
cell	delay, ns
dfxtp_1	0.47
nor4_1	0.99
and4_1	0.61
a21o_1	0.18
buf_4	0.21
buf_4	0.57
nand2_1	0.51
a21oi_1	0.63
a21oi_1	0.32
o221ai_2	0.28
buf_4	0.49
nand2_4	0.37
buf_4	0.51
buf_4	0.51
buf_4	0.47
nor2_4	0.69
buf_4	0.44
buf_4	0.58
nand2_2	0.67
buf_4	0.61
nor2_4	0.79
buf_4	0.63
-- power breakdown --
group | internal, uW | total [uW] | switching, uW
combinational | 131 | 662 | 532
clock | 816 | 1450 | 636
sequential | 1880 | 1900 | 25.6
-- kinds of logic (layout without fill, tap and decap cells) --
logic type / count (synthesis) / in the layout
simple gates: 11800 / 11800
flops: 9326 / 9326
compound gates: 3536 / 3536
buf+inv: 2165 / 3679
mux: 1337 / 1337
fa+ha+maj: 110 / 110
xor+xnor: 26 / 26
latches: 14 / 14
other cells: 1 / 481
-- layout by cell type (no fill, tap or decap), types with 549 or more instances in the layout --
cell	count
buf_4	1622
nand3_1	2073
nor2_1	1218
mux2i_1	549
clkbuf_16	960
edfxtp_1	9184
nand2_1	6779
mux4_2	668
a21oi_1	625
and3_1	730
a31oi_1	589
-- cells in the mapped netlist (147+ instances only) --
cell,number
nand2_1,6845
mux2i_1,557
nor2_1,1511
a21oi_1,643
a211oi_1,337
nand4_1,212
o21ai_0,306
a32oi_1,290
nand3_1,2084
mux4_2,668
buf_1,205
buf_2,1071
a311oi_1,385
a31oi_1,602
clkbuf_1,652
and3_1,732
edfxtp_1,9184
nor3_1,147
-- final cells by class --
class	count	area share, %
well taps	17200	4.78
clock inverters	681	1.39
diodes	449	0.250
repair buffers	1706	2.98
clock buffers	1172	5.55
inverters	120	0.100
multi-input cells	16900	22.9
flip-flops and latches	9340	62.1
Power is estimated from default activity; no workload was simulated.
